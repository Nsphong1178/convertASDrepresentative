## ./config.mk

```make
export PLATFORM = sky130hd
export DESIGN_NAME = controllerASD
export DESIGN_NICKNAME = controllerASD
export VERILOG_FILES = /design/flow/design.v
export SDC_FILE = /design/flow/constraint.sdc
export NUM_CORES = 4
export LEC_CHECK = 1
export CORE_AREA = 10 10 90 90
export DIE_AREA = 0 0 100 100
```

## ./constraint.sdc

```tcl
current_design controllerASD

set clk_period 1.2
set clk_io_pct 0.2

create_clock -name clk0 -period $clk_period [get_ports {clk}]

set non_clock_inputs [all_inputs -no_clocks]
set_input_delay [expr $clk_period * $clk_io_pct] -clock clk0 $non_clock_inputs
set_output_delay [expr $clk_period * $clk_io_pct] -clock clk0 [all_outputs]
```

## ./design.v

```verilog
`timescale 1ns / 1ps
module controllerASD(
    input clk, reset, start,
    input Zi, Zcsd, Zcnt, Zk, ZCsdK,
    output reg [3:0] sel_i,
    output reg kSel, selSaveK,
    output reg Load, enable, reCsd, done, enCnt, loadCnt, reK, weK
);
    reg [4:0] state;
    always @(posedge clk or posedge reset) begin
        if (reset) begin
            state <= 5'd0;
        end else begin
            case (state)
                5'd0: state <= 5'd1; 
                5'd1: begin
                    if (start)
                        state <= 5'd2;
                    else 
                        state <= 5'd0;
                end
                5'd2: state <= 5'd3;
                5'd3: begin
                    if (Zi)
                        state <= 5'd4;
                    else 
                        state <= 5'd11;  
                end
                5'd4: state <= 5'd5;
                5'd5: begin
                    if (Zcsd)
                        state <= 5'd6;
                    else 
                        state <= 5'd10;  
                end 
                5'd6: state <= 5'd7;           
                5'd7: state <= 5'd8;
                5'd8: state <= 5'd9;
                5'd9: begin
                    if (Zcnt == 0)
                        state <= 5'd10;
                    else
                        state <= 5'd11; 
                end   
                5'd10: state <= 5'd3; 
                5'd11: state <= 5'd12;
                5'd12: state <= 5'd13;
                5'd13: state <= 5'd14;
                5'd14: begin
                    if(Zcnt == 1 && Zk == 1 && ZCsdK == 1)
                        state <= 5'd15;
                    else
                        state <= 5'd17;
                end
                5'd15: state <= 5'd16;
                5'd16: state <= 5'd17;
                default: state <= 5'd0;
            endcase
        end
    end
    always @(*) begin
        Load = (state == 5'd2) ? 1'b1 : 1'b0;
        loadCnt = (state == 5'd2) ? 1'b1 : 1'b0;
        kSel = (state == 5'd15) ? 1'b1 : 1'b0;
        selSaveK = (state == 5'd15) ? 1'b1 : 1'b0;
        reCsd = (state == 5'd4) ? 1'b1 : 1'b0;
        enCnt = (state == 5'd6) ? 1'b1 : 1'b0; 
        weK = (state == 5'd7 || state == 5'd15) ? 1'b1 : 1'b0;
        reK = (state == 5'd8) ? 1'b1 : 1'b0;
        enable = (state == 5'd10) ? 1'b1 : 1'b0;
        sel_i = ((state == 5'd11) || (state == 5'd16)) ? 4'h2 :
                (state == 5'd12) ? 4'h3 :
                (state == 5'd13) ? 4'h4 : 4'h0;
        done = (state == 5'd17) ? 1'b1 : 1'b0;
    end
endmodule
```

## ./run.sh

```bash
#!/bin/bash
# OpenROAD 26Q1-2900-gdf79404cd8, Yosys 0.63+post, stock flow scripts
make -C /OpenROAD-flow-scripts/flow DESIGN_CONFIG=/design/flow/config.mk WORK_HOME=/design/flow/orfs finish
```

==> Slide: Implementation Results <==
Flow Results at a Glance

Final timing
  – Period Utilization, post-route: 1.24
  – Number of setup violations in the final report: 5
  – Final hold violations: 0
  – Final slew viol count: 0
  – Max Freq: 674 MHz
  – RSZ-0062 raised after global routing: true
  – Minimum clock period: 1.48 ns
  – Hold_ws: 0.187 ns
  – Layout Skew: 0.00110 ns
  – Final WS setup: -0.283 ns

Detailed routing
  – Drt via density: 2.63
  – Post-DRT Antenna Nets: 0
  – Routed via count: 408
  – Wire per inst: 10.3 um
  – First drt pass iteration count: 2
  – Routed wire length: 1590 um
  – DR DRC count: 0
  – Ant diodes: 0
  – DRT iter0 DRCs: 23

Setup path
  – Startpoint Class: flip-flop
  – Crit path capture type: output port
  – Crit path max fanout: 2
  – Slowest library cell on the worst path: dfrtp_1
  – FF-to-FF Start: state[17]
  – Worst r2r dst: state[1]
  – Crit-path cells: buf_4 -> or3_4 -> nor2_2 -> buf_2
  – Cell family with most CP delay: simple AND/OR/NAND/NOR gates
  – Worst r2r path cells: 3
  – Critical path's largest stage delay: 0.38 ns
  – Arrival time worst endpoint: 1.24 ns
  – Crit path DRT: 0.96 ns
  – R2R Setup Slk: 0.34 ns
  – CP bufs+invs: 2
  – WS Path Type: reg -> out

Global routing
  – Initial antenna violation count: 0
  – Largest net degree at the start of global routing: 11
  – Global-route wire length before repair: 2390 um
  – Vias in the first global route: 445
  – GRT Resource Usage Total: 0.0320
  – Grt total ovfl: 0

Layout
  – FF+latch area: 452 um2
  – Layout Area Growth over Synthesis: 70.1%
  – Largest register FFs: 18
  – Largest regs: state (18)
  – Filler cells: 686
  – Top cells excl fill/tap: dfrtp_1 (17), buf_4 (10), inv_1 (7), clkdlybuf4s50_1 (7), dlygate4sd2_1 (6)
  – Area used by multi-input combinational logic: 106 um2
  – Most numerous logic cell after layout: dfrtp_1
  – Share of cells above drive strength 1: 0.372
  – Largest reg by FF count: state

Power and ir drop
  – Pwr dens: 1260 nW/um2
  – Reg power frac: 0.523
  – Comb power frac: 0.112
  – Switching part of the total: 0.192
  – Psw: 248 uW
  – Pint: 1040 uW
  – Peak supply drop: 0.570 mV
  – P_leak: 0.000535 uW
  – Clock Power Share: 0.364

CTS
  – Hold_buf cts: 0
  – Clk Latency, worst-skew pair: 0.24 ns
  – CTS Buf Count: 3
  – CTS tree: yes
  – H-tree levels: 1
  – Clk sink count: 18
  – Clock Tree Buf Depth: 2
  – Root buf cell: clkbuf_8
  – Clock Pin Slew Worst Setup and Hold Paths: 0.06 ns

Floorplanning
  – Die area: 10000 um2
  – Starting density of the core: 0.0955
  – Die W: 100 um
  – FP Rows: 29
  – IO Count: 22
  – Overall die height: 100 um
  – Core Region: 6280 um2

Flow run
  – Tool warnings: 27
  – Max cap viols: 0

Place
  – Setup slack at placement: -0.342 ns
  – Number of I/O port buffers: 20
  – Final weighted congestion in routability-driven placement: 0.746
  – HPWL Detailed: 1230 um

Synth
  – Post-synth seq share: 0.754
  – Post-synth regs: 18
  – Mapped Area: 599 um2
  – Synthesis area per yosys: 599 um2
  – # Cells Yosys: 44
  – Synthesized instance count: 44
  – Post-synthesis cell type count: 16
  – Syn Area/Cell: 13.6 um2
  – Yosys warns: 1

Run status
  – Outcome: finished with violations
  – Failing checks: setup timing

Worst hold path
  – HP Class: in -> async
==> final cells by class <==
type | instances | area share
sequential | 18 | 0.443
multi-input combinational | 16 | 0.104
timing repair buffer | 33 | 0.279
inverter | 7 | 0.0258
clock buffer | 4 | 0.0540
tap | 77 | 0.0945
==> synth_stat cells (all sizes together) <==
cell,number,area (um2)
and2,3,18.8
nand2,1,3.75
o21ai,1,5.00
a21o,2,15.0
nor2,2,10.0
or2,2,12.5
dfrtp,17,425
dfstp,1,26.3
o22ai,1,6.26
conb,1,3.75
nor3b,1,7.51
inv,7,26.3
nand3,1,5.00
or3,1,11.3
buf,3,22.5
==> routing by layer <==
metal	GRT usage	wire, um	up-vias
li1	-	-	199
met1	0.0420	747	194
met2	0.0443	645	15
met3	0.0229	201	0
met4	0.00109	0	0
met5	0	0	-
==> power groups by stage <==
stage	combinational, uW	clock [uW]	sequential (uW)
6_report	145	469	674
5_1_grt	162	514	680
4_1_cts	152	480	674
==> kinds of logic (layout without fill, tap and decap cells) <==
| logic type | count (synthesis) | count (layout) | synth area share |
|---|---|---|---|
| flops | 18 | 18 | 0.754 |
| simple gates | 11 | 11 | 0.115 |
| buf+inv | 10 | 44 | 0.0814 |
| compound gates | 4 | 4 | 0.0438 |
| other cells | 1 | 1 | 0.00626 |
==> per-stage QoR <==
| stage | instances | instance area [um2] | power, uW | setup TNS [ns] | util |
|---|---|---|---|---|---|
| 5_1_grt | 155 | 1020 | 1360 | -1.04 | 0.162 |
| 2_1_floorplan | 44 | 599 | 727 | 0 | - |
| 6_report | 155 | 1020 | 1290 | -0.848 | 0.162 |
| 4_1_cts | 156 | 1040 | 1310 | -0.900 | 0.166 |
| 3_3_place_gp | 146 | 933 | 838 | -0.898 | 0.149 |
| 3_5_place_dp | 146 | 933 | 839 | -0.915 | 0.149 |
==> worst max path at each step <==
stage / slack [ns] / from / to / cells past startpoint
finish: -0.28 / state[15] / sel_i[2] / 4
global route: -0.34 / state[15] / sel_i[2] / 4
CTS: -0.31 / state[15] / sel_i[2] / 4
==> timing repair <==
item | in CTS | in global routing
pin swaps | 3 | 2
setup endpoints to repair | 13 | 7
setup buffers | 7 | 1
resized | 35 | 1
Power figures rest on the tool's default switching activity, not on a simulated workload.
