### flow/design.v
`timescale 1ns / 1ps
module counter #(
    parameter N = 4   
)(
    input clk,
    input reset,
    input enable,
    input Load,
    output reg [N-1:0] count   
);
    reg [N-1:0] pre_count;
    always @(posedge clk or posedge reset) begin
        if (reset) begin
            pre_count <= 0;   
        end
        else if (Load) begin
            pre_count <= 4'h0;   
        end
        else if (enable) begin
            pre_count <= pre_count + 1;   
        end
    end
    always @(*) begin
        count = pre_count;
    end
endmodule
### flow/run.sh
#!/bin/bash
# OpenROAD 26Q1-2900-gdf79404cd8, Yosys 0.63+post, stock flow scripts
make -C /OpenROAD-flow-scripts/flow DESIGN_CONFIG=/design/flow/config.mk WORK_HOME=/design/flow/orfs finish
### flow/config.mk
export PLATFORM = sky130hd
export DESIGN_NAME = counter
export DESIGN_NICKNAME = counter
export VERILOG_FILES = /design/flow/design.v
export SDC_FILE = /design/flow/constraint.sdc
export NUM_CORES = 4
export LEC_CHECK = 1
export CORE_AREA = 10 10 70 70
export DIE_AREA = 0 0 80 80
### flow/constraint.sdc
current_design counter

set clk_period 1.3
set clk_io_pct 0.2

create_clock -name clk0 -period $clk_period [get_ports {clk}]

set non_clock_inputs [all_inputs -no_clocks]
set_input_delay [expr $clk_period * $clk_io_pct] -clock clk0 $non_clock_inputs
set_output_delay [expr $clk_period * $clk_io_pct] -clock clk0 [all_outputs]
==> impl_summary.log <==
[report] extracting results
[metrics] run status: finished, final reports clean
[metrics] transition time of the tightest slew-check pin: 0.135 ns
[metrics] register clock-pin slew on the reported worst setup and hold paths: 0.04 ns
[metrics] register containing the most flip-flops in the final layout: pre_count
[metrics] terminus of the critical flop-to-flop path: pre_count[1]$_DFFE_PP0P_
[metrics] largest net degree at the start of global routing: 5
[metrics] multi-input logic area: 92.6 um2
[metrics] OpenROAD warning count: 25
[metrics] H-tree lvl count: 1
[metrics] vias in the first global route: 198
[metrics] final tally of setup violations: 0
[metrics] critical register-to-register path startpoint: pre_count[0]$_DFFE_PP0P_
[metrics] critical path endpoint category: flip-flop
[metrics] first-pass GRT wire length: 986 um
[metrics] part of the total power dissipated in the clock network: 44.1%
[metrics] antenna violations before repair: 0
[metrics] unrepaired setup endpoints after global routing: no
[metrics] maximum fanout count along the critical path: 3
[metrics] worst r2r path cells: 4
[metrics] proportion of total power due to net switching: 21.8%
[metrics] slowest library cell on the worst path: sky130_fd_sc_hd__dfrtp_1
[metrics] area share of the largest cell type after synthesis: 51.0%
[metrics] ranking of synthesized cells by area: sky130_fd_sc_hd__dfrtp_1 (51%), sky130_fd_sc_hd__mux2_4 (7.6%), sky130_fd_sc_hd__ha_1 (6.4%)
[metrics] proportion of power drawn by combinational gates: 16.8%
[metrics] hold bufs inserted after CTS: 0
[metrics] worst-path cell chain: buf_4 > ha_1 > mux2i_1 > nor2_1
[metrics] Layout Skew: 0.00216 ns
[metrics] syn_area_per_cell: 11.6 um2
[metrics] total antenna diodes in the routed design: 0
[metrics] data required time at the worst endpoint: 1.42 ns
[metrics] leading registers by flop count: pre_count (4)
[metrics] Warnings, synthesis: 1
[metrics] chip area: 0.00640 mm2
[metrics] Power Dens Cells: 893 mW/mm2
[metrics] netlist area before placement: 196 um2
[metrics] number of flip-flops and latches in the synthesized netlist: 4
[metrics] gr usage total: 2.04%
[metrics] Core ar.: 0.00342 mm2
[metrics] Seq. cell area: 100 um2
[metrics] aggregate routed wire length: 607 um
[metrics] Worst Path Class, Setup: flip-flop to flip-flop
[metrics] fin worst setup slack: 0.191 ns
[metrics] latest clock arrival within the worst-skew pair: 0.23 ns
[metrics] io pins: 8
[metrics] Post-Synthesis Cells: 17
[metrics] final critical-path share of the clock period: 85.3%
[metrics] Clock Tree Root: sky130_fd_sc_hd__clkbuf_4
[metrics] cell type group with the largest total delay on the critical path: flip-flops
[metrics] port buffer count: 7
[metrics] Sink Count: 4
[metrics] Filler Cells Inserted: 394
[metrics] Largest register FFs: 4
[metrics] cell internal power dissipation: 270 uW
[metrics] Net Switching: 75.3 uW
[metrics] fin crit period: 1.11 ns
[metrics] buffer-and-inverter tally for the worst setup path: 1
[metrics] via total after detailed routing: 198
[metrics] floorplan die width: 80 um
[metrics] Longest Clk Path Bufs: 2
[metrics] number of clock buffers inserted by TritonCTS: 3
[metrics] number of cells in the yosys synthesis report: 17
[metrics] post-route DRC violation count: 0
[metrics] class of the tightest hold or removal check: input port to asynchronous set/reset pin
[metrics] final weighted congestion in routability-driven placement: 0.689
[metrics] Fin. Hold Viols: 0
[metrics] TritonCTS clock tree: done
[metrics] area added between synthesis and finish: 96.8%
[metrics] post-placement worst setup slack: -0.0274 ns
[metrics] Pre-Repair DR Iteration Count: 1
[metrics] count of distinct cell types in the synthesized netlist: 12
[metrics] Final ANT Viol Nets: 0
[metrics] fraction of the core area occupied by cells at floorplan: 5.75%
[metrics] sequential share of power: 39.1%
[metrics] MaxCap Viol Count: 0
[metrics] sequential cell area fraction in the yosys report: 51.0%
[metrics] arrival time at the worst endpoint: 1.23 ns
[metrics] summed standard-cell area reported by yosys: 196 um2
[metrics] leakage power total: 0.189 nW
[metrics] final instance area: 387 um2
[metrics] number of placement rows: 21
[metrics] Final Max-Slew Violation Tally: 0
[metrics] final global-route overflow total: 0
[metrics] timing-limited maximum frequency: 902 MHz
[metrics] area leader, netlist: sky130_fd_sc_hd__dfrtp_1
[metrics] Worst path max stage delay: 0.37 ns
[metrics] total half-perimeter wirelength after legalization and detailed placement: 448 um
[metrics] Vert. Die Dim: 80 um
[metrics] IR drop worst, VDD: 131 uV
[metrics] number of DRC markers after the initial detailed-route iteration: 0
[metrics] setup slack of the worst register-to-register path: 0.19 ns
[metrics] max-slew headroom at the worst pin: 90.7%
[metrics] detail-routed via count per cell: 2.51
[metrics] instance area after placement: 339 um2
[metrics] Avg WL per Cell: 7.68 um
[metrics] startpoint type of the worst setup path: flip-flop
[metrics] fraction of layout instances using a drive strength above 1: 33.3%
## synth_stat cells
library cell,number
sky130_fd_sc_hd__xnor2_1,1
sky130_fd_sc_hd__inv_1,1
sky130_fd_sc_hd__a21oi_1,1
sky130_fd_sc_hd__ha_1,1
sky130_fd_sc_hd__nor2b_1,1
sky130_fd_sc_hd__dfrtp_1,4
sky130_fd_sc_hd__nand4_1,1
sky130_fd_sc_hd__nand3b_1,1
sky130_fd_sc_hd__mux2_4,1
sky130_fd_sc_hd__a21bo_2,1
sky130_fd_sc_hd__nor2_1,3
sky130_fd_sc_hd__mux2i_1,1
## worst max path at each step
stage                   startpoint                  endpoint  slack (ns)  cells after the start
4_1_cts   pre_count[3]$_DFFE_PP0P_                  count[3]        0.17                      1
5_1_grt   pre_count[0]$_DFFE_PP0P_  pre_count[1]$_DFFE_PP0P_        0.10                      4
6_report  pre_count[0]$_DFFE_PP0P_  pre_count[1]$_DFFE_PP0P_        0.19                      4
## layer usage
metal / up-vias / wire [um] / global-route usage [%]
met3: 0 / 105 / 2.61
met5: - / 0 / 0
met2: 9 / 210 / 2.25
met1: 97 / 292 / 2.41
li1: 92 / - / -
met4: 0 / 0 / 0.176
## through the flow
| stage | util, % | std cells | TNS, ns | hold WS (ns) | power [mW] |
|---|---|---|---|---|---|
| floorplan | - | 17 | 0 | 0.0261 | 0.154 |
| global placement | 9.93 | 72 | -0.0327 | 0.453 | 0.186 |
| detailed placement | 9.93 | 72 | -0.0274 | 0.460 | 0.189 |
| CTS | 11.3 | 79 | 0 | 0.204 | 0.357 |
| global route | 11.3 | 79 | 0 | 0.212 | 0.372 |
| finish | 11.3 | 79 | 0 | 0.209 | 0.345 |
## power by group through the flow
stage,combinational [mW],clock (mW),sequential (mW)
global route,0.0655,0.171,0.136
finish,0.0581,0.152,0.135
CTS,0.0585,0.164,0.135
## final cells by class
class | instances | area share, %
Sequential cell | 4 | 25.9
Timing Repair Buffer | 13 | 28.5
Inverter | 1 | 0.971
Tap cell | 46 | 14.9
Clock buffer | 3 | 5.83
Multi-Input combinational cell | 12 | 23.9
## cells by family after synthesis
| group | synth area share (%) |
|---|---|
| AND/OR/NAND/NOR | 15.9 |
| flip-flops | 51.0 |
| AND-OR/OR-AND | 7.64 |
| multiplexers | 12.7 |
| XOR/XNOR | 4.46 |
| buffers and inverters | 1.91 |
| adder cells (fa/ha/maj) | 6.37 |
## placed cells by master, fill, tap and decap left out, drive strengths merged, types with 3 or more instances in the layout
cell type	n
clkbuf	3
clkdlybuf4s50	3
nor2	3
buf	6
dfrtp	4
dlygate4sd2	4
## repair_timing
| item | in CTS | in global routing |
|---|---|---|
| resized | 4 | 0 |
| endpoints found under the setup margin | 4 | 0 |
| setup buffers | 4 | 0 |
Power and IR drop assume default switching activity.
